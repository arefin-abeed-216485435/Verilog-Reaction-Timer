--- design.v ---
module clk_div(clk50M,clk1k);
reg [14:0] counter;
output reg clk1k;
input clk50M;
initial 
begin
    counter = 0;
    clk1k = 0;
end
always @(posedge clk50M) begin
    if (counter == 0) begin
        counter <= 24999;
        clk1k <= ~clk1k;
    end else begin
        counter <= counter -1;
    end
end
endmodule
--- run.sh ---
#!/bin/bash
# OpenROAD 26Q1-2900-gdf79404cd8, Yosys 0.63+post, stock flow scripts
make -C /OpenROAD-flow-scripts/flow DESIGN_CONFIG=/design/flow/config.mk WORK_HOME=/design/flow/orfs finish
--- config.mk ---
export PLATFORM = sky130hd
export DESIGN_NAME = clk_div
export DESIGN_NICKNAME = clk_div
export VERILOG_FILES = /design/flow/design.v
export SDC_FILE = /design/flow/constraint.sdc
export NUM_CORES = 4
export LEC_CHECK = 1
export CORE_AREA = 10 10 75 75
export DIE_AREA = 0 0 85 85
--- constraint.sdc ---
current_design clk_div

set clk_period 3.8
set clk_io_pct 0.2

create_clock -name clk0 -period $clk_period [get_ports {clk50M}]

set non_clock_inputs [all_inputs -no_clocks]
set_input_delay [expr $clk_period * $clk_io_pct] -clock clk0 $non_clock_inputs
set_output_delay [expr $clk_period * $clk_io_pct] -clock clk0 [all_outputs]
==> node_exporter_impl.prom <==
# HELP chip_impl_metric Physical implementation figures
# TYPE chip_impl_metric gauge
chip_impl_metric{name="clkLatencyLatePin",unit="ns"} 0.25
chip_impl_metric{name="timing.final.max_slew_violations",unit=""} 0
chip_impl_metric{name="timing.setup.tns",unit="ns"} 0
chip_impl_metric{name="number_of_logged_tool_warnings",unit=""} 25
chip_impl_metric{name="std_cell_core_area",unit="mm^2"} 0.004058
chip_impl_metric{name="post-route-cell-area",unit="um^2"} 807.0
chip_impl_metric{name="total_switching_power",unit="uW"} 54.18
chip_impl_metric{name="synth-area-yosys",unit="um^2"} 679.4
chip_impl_metric{name="switching_share",unit=""} 0.1719
chip_impl_metric{name="grt_first_pass_wirelength",unit="um"} 1856
chip_impl_metric{name="post_synth_inst_count",unit=""} 70
chip_impl_metric{name="dieWidth",unit="um"} 85
chip_impl_metric{name="cpPeakStageDelay",unit="ns"} 0.47
chip_impl_metric{name="p_leak",unit="nW"} 0.2932
chip_impl_metric{name="portBuffers",unit=""} 1
chip_impl_metric{name="post_synth_num_cell_types",unit=""} 21
chip_impl_metric{name="postCtsSetupRepairBufs",unit=""} 0
chip_impl_info{name="worst-setup-path-type",value="register to primary output"} 1
chip_impl_metric{name="initial_core_utilization",unit=""} 0.1674
chip_impl_metric{name="yosys_register_bits",unit=""} 16
chip_impl_metric{name="antenna_violations_before_repair",unit=""} 0
chip_impl_metric{name="detail-route-antenna-nets",unit=""} 0
chip_impl_metric{name="p_seq_frac",unit=""} 0.537
chip_impl_metric{name="detail_route.vias_per_cell",unit=""} 3.568
chip_impl_metric{name="grt_usage",unit=""} 0.03060
chip_impl_metric{name="multiInputGateArea",unit="um^2"} 337.8
chip_impl_metric{name="antenna_cells",unit=""} 0
chip_impl_metric{name="routabilityCongestion",unit=""} 0.7210
chip_impl_info{name="end_kind",value="primary output"} 1
chip_impl_info{name="critical_path.slowest_cell",value="sky130_fd_sc_hd__clkdlybuf4s50_1"} 1
chip_impl_metric{name="setup_viol",unit=""} 0
chip_impl_metric{name="clock_tree.htree_level_count",unit=""} 1
chip_impl_metric{name="synthesis.area",unit="um^2"} 679.4
chip_impl_metric{name="share_of_cells_above_drive_strength_1",unit=""} 0.1067
chip_impl_info{name="clock_tree.root_cell",value="sky130_fd_sc_hd__clkbuf_8"} 1
chip_impl_metric{name="chipHeight",unit="um"} 85
chip_impl_metric{name="peakVddDrop",unit="mV"} 0.1510
chip_impl_metric{name="synthToLayoutAreaGrowth",unit="%"} 18.78
chip_impl_metric{name="cts.reportedPaths.clkPinSlew",unit="ns"} 0.06
chip_impl_info{name="timing.hold.worst.start",value="counter[0]$_SDFF_PN1_"} 1
chip_impl_metric{name="yosys_cells",unit=""} 70
chip_impl_metric{name="combinationalPowerShare",unit=""} 0
chip_impl_metric{name="worstPathArrival",unit="ns"} 1.05
chip_impl_metric{name="clkPwrFrac",unit=""} 0.463
chip_impl_metric{name="drtIter0Drc",unit=""} 28
chip_impl_metric{name="cts_sinks",unit=""} 16
chip_impl_metric{name="sequential_share_of_the_synthesized_area",unit=""} 0.4862
chip_impl_metric{name="post-route-min-period",unit="ns"} 1.810
chip_impl_metric{name="row_count",unit=""} 23
chip_impl_metric{name="seqCellArea",unit="um^2"} 330.3
chip_impl_metric{name="vias",unit=""} 446
chip_impl_info{name="holdCritPathClass",value="register to register"} 1
chip_impl_info{name="setup_repair_after_global_routing_missed_its_margin",value="false"} 1
chip_impl_metric{name="wl",unit="um"} 985
chip_impl_metric{name="worst-endpoint-required",unit="ns"} 3.04
chip_impl_metric{name="layout_worst_path_cycle_share",unit=""} 0.4764
chip_impl_metric{name="detailedPlacementHpwl",unit="um"} 755.1
chip_impl_metric{name="cts.path.max_buffers",unit=""} 2
chip_impl_metric{name="internal-power",unit="uW"} 261.0
chip_impl_metric{name="clock.fmax",unit="GHz"} 0.5524
chip_impl_metric{name="grt_start_max_net_pins",unit=""} 10
chip_impl_metric{name="cp.buffers_inverters",unit=""} 1
chip_impl_metric{name="via_count_of_the_first_global_routing_pass",unit=""} 409
chip_impl_metric{name="route.detailed.drc",unit=""} 0
chip_impl_metric{name="die_area",unit="mm^2"} 0.007225
chip_impl_metric{name="drt_pass1_iterations",unit=""} 2
chip_impl_metric{name="io_pins",unit=""} 2
chip_impl_metric{name="max_cap_viol_count",unit=""} 0
chip_impl_info{name="tritoncts",value="yes"} 1
chip_impl_metric{name="cts_inserted_buffers",unit=""} 3
chip_impl_metric{name="reg2reg_slack",unit="ns"} 2.07
chip_impl_metric{name="finalHoldWorstSlack",unit="ns"} 0.4025
chip_impl_metric{name="tightest_slew",unit="ns"} 0.6863
chip_impl_info{name="cp-start-kind",value="register"} 1
chip_impl_info{name="path_cells",value="clkdlybuf4s50_1"} 1
chip_impl_info{name="launch_point_of_the_worst_reg_to_reg_path",value="counter[0]$_SDFF_PN1_"} 1
chip_impl_metric{name="p_per_area",unit="mW/mm^2"} 390.5
chip_impl_info{name="critPathTopFamily",value="buffers and inverters"} 1
chip_impl_metric{name="gr-total-overflow",unit=""} 0
chip_impl_metric{name="detail_routed_net_length_per_standard_cell",unit="um"} 7.880
chip_impl_metric{name="cts.hold.buffers_added",unit=""} 0
chip_impl_metric{name="mean_instance_size_in_the_synthesized_netlist",unit="um^2"} 9.706
chip_impl_metric{name="placedInstanceArea",unit="um^2"} 752.0
chip_impl_metric{name="final_hold_vio_count",unit=""} 0
chip_impl_metric{name="fin_worst_skew",unit="ns"} 0.002346
chip_impl_info{name="status",value="complete, no violations"} 1
chip_impl_metric{name="yosys_warnings",unit=""} 1
chip_impl_metric{name="fillCellCount",unit=""} 432
chip_impl_metric{name="critical_path.max_fanout",unit=""} 2
chip_impl_metric{name="worst_slew_margin",unit=""} 0.5390
chip_impl_info{name="critPathLaunch",value="clk1k$_DFFE_PN_"} 1
chip_impl_metric{name="post_cts_resize_count",unit=""} 0
[metal layers]
metal | routed length [um] | vias to the layer above | part of all wire | global-route usage
li1 | - | 245 | - | -
met1 | 506 | 196 | 0.51 | 0.03888
met2 | 410 | 5 | 0.42 | 0.04632
met3 | 68 | 0 | 0.069 | 0.01734
met4 | 0 | 0 | 0 | 0.001497
met5 | 0 | - | 0 | 0
[cell usage in the layout, fill, tap and decap left out]
master                            count
sky130_fd_sc_hd__or4_4                1
sky130_fd_sc_hd__nand3_1              1
sky130_fd_sc_hd__a32o_1               1
sky130_fd_sc_hd__edfxtp_1             1
sky130_fd_sc_hd__nor2_4               1
sky130_fd_sc_hd__ha_1                 1
sky130_fd_sc_hd__nand4_1              1
sky130_fd_sc_hd__nand2b_1             3
sky130_fd_sc_hd__nand2_1             10
sky130_fd_sc_hd__nand4b_1             1
sky130_fd_sc_hd__nor3_1               3
sky130_fd_sc_hd__or3_1                1
sky130_fd_sc_hd__mux2i_1              1
sky130_fd_sc_hd__dfxtp_1             15
sky130_fd_sc_hd__nor4_4               1
sky130_fd_sc_hd__or3_4                1
sky130_fd_sc_hd__clkbuf_8             4
sky130_fd_sc_hd__xnor2_1              4
sky130_fd_sc_hd__nor4_1               3
sky130_fd_sc_hd__clkdlybuf4s50_1      1
sky130_fd_sc_hd__xor2_1               7
sky130_fd_sc_hd__inv_1                3
sky130_fd_sc_hd__nor2_1              10
[kinds of logic after synthesis]
| group | count (synthesis) | share of synthesized area |
|---|---|---|
| and+or+nand+nor | 37 | 0.3076 |
| muxes | 1 | 0.01473 |
| xor gates and xnor gates | 11 | 0.1418 |
| adders and majority gates | 1 | 0.01841 |
| buffers and inverters | 3 | 0.01657 |
| AOI/OAI and AO/OA | 1 | 0.01473 |
| DFF | 16 | 0.4862 |
[cell type report]
type	count	share of cell area
Inverter	3	0.01395
Multi-Input combinational cell	51	0.4186
Clock buffer	4	0.06822
Sequential cell	16	0.4093
Timing Repair Buffer	1	0.01240
Tap cell	50	0.07752
[final timing paths]
kind | cells after the start | to
min reg2reg | 1 | counter[0]$_SDFF_PN1_
max reg2reg | 5 | clk1k$_DFFE_PN_
max | 1 | clk1k
min | 1 | counter[0]$_SDFF_PN1_
[cells in the mapped netlist (all sizes together)]
cell type	instances	area, um^2
a32o	1	10.01
dfxtp	15	300.3
edfxtp	1	30.03
ha	1	12.51
inv	3	11.26
mux2i	1	10.01
nand2	10	37.54
nand2b	3	18.77
nand3	1	5.000
nand4	1	6.260
nand4b	1	8.760
nor2	11	48.80
nor3	3	15.01
nor4	4	40.04
or3	2	17.52
or4	1	11.26
xnor2	4	35.03
xor2	7	61.31
[sequential cells by signal, summed over array words and instances (netlist names)]
signal / flops
clk1k: 1
counter: 15
[power groups by stage]
stage	clock [mW]	sequential [mW]	combinational (mW)
5_1_grt	0.159	0.169	0.000000132
4_1_cts	0.149	0.169	0.000000132
6_report	0.146	0.169	0.000000132
[through the flow]
step / worst slack, ns / utilization / power [mW] / cells
4_1_cts: 1.975 / 0.1989 / 0.3183 / 125
3_3_place_gp: 2.113 / 0.1853 / 0.1729 / 121
3_5_place_dp: 2.084 / 0.1853 / 0.1729 / 121
2_1_floorplan: 2.151 / - / 0.1729 / 70
6_report: 1.990 / 0.1989 / 0.3152 / 125
5_1_grt: 1.907 / 0.1989 / 0.3276 / 125
Power and IR drop assume default switching activity.
