==> flow/design.v <==
module LED_Dec(x,y,readit,clk50M,LED2);
  input [3:0]x;
  input [3:0]y;
	input readit, clk50M;
	output reg [9:0]LED2;
	initial
		LED2[9:0] = 10'b0000000000;
	always@(posedge clk50M) begin
    if (readit) 
      begin
			if (LED2[7:0] == 8'b00000000) 
        begin
          LED2[3:0] <= x[3:0];
          LED2[7:4] <= y[3:0];
				LED2[9:8] <= 2'b00;
			end
		end
		else
			LED2[9:0] <= 10'b0000000000;
	end
endmodule 
==> flow/run.sh <==
#!/bin/bash
# OpenROAD 26Q1-2900-gdf79404cd8, Yosys 0.63+post, stock flow scripts
make -C /OpenROAD-flow-scripts/flow DESIGN_CONFIG=/design/flow/config.mk WORK_HOME=/design/flow/orfs finish
==> flow/config.mk <==
export PLATFORM = sky130hd
export DESIGN_NAME = LED_Dec
export DESIGN_NICKNAME = LED_Dec
export VERILOG_FILES = /design/flow/design.v
export SDC_FILE = /design/flow/constraint.sdc
export NUM_CORES = 4
export LEC_CHECK = 1
export CORE_AREA = 10 10 70 70
export DIE_AREA = 0 0 80 80
==> flow/constraint.sdc <==
current_design LED_Dec

set clk_period 2.8
set clk_io_pct 0.2

create_clock -name clk0 -period $clk_period [get_ports {clk50M}]

set non_clock_inputs [all_inputs -no_clocks]
set_input_delay [expr $clk_period * $clk_io_pct] -clock clk0 $non_clock_inputs
set_output_delay [expr $clk_period * $clk_io_pct] -clock clk0 [all_outputs]
==> out/summary.txt <==
Int Pwr -> 370 uW
Placed Instances -> 95
Number of cells produced by synthesis -> 34
Max-slew violation total from the final report -> 0
Weighted congestion at the end of routability-driven global placement -> 0.736
Area of the synthesized netlist per yosys stat -> 363 um2
Count of endpoints failing hold in the final timing report -> 0
Number of maximum-capacitance constraint violations -> 0
Power share of the sequential group -> 40.1%
FP Core Util -> 10.6%
Resized Gates After CTS -> 0
Setup TNS -> 0 ns
Area fraction of the dominant cell type after synthesis -> 44.1%
Capturing element type of the critical path -> output pin
Flops after synth -> 8
Antenna violations before repair -> 0
Worst clock skew -> 0.00744 ns
CTS tree -> done
Summed instance area of the synthesized netlist -> 363 um2
Total buffers and inverters traversed by the critical path -> 1
First-pass DRT Iterations -> 1
Largest cells by area after synthesis -> sky130_fd_sc_hd__dfxtp_1 (44%), sky130_fd_sc_hd__and4b_1 (22%), sky130_fd_sc_hd__o21a_1 (17%)
Routed vias -> 309
Count of port buffers added during placement -> 17
GRT Total Usage -> 3.05%
R2R depth -> 3
Die height -> 80 um
Clock network fraction of total power -> 15.8%
Maximum number of pins on one net before global-route repair -> 9
Total setup buffers inserted after CTS -> 0
Number of placement rows -> 21
Number of global-route vias before repair -> 338
Worst hold path stage count -> 1
Number of setup violations in the final report -> 0
Number of sinks driven by the clock tree -> 8
Dpl hpwl -> 798 um
Leakage power summed over all cells -> 0.000223 uW
Chain of cells forming the critical path -> clkdlybuf4s50_1
Power per cell area -> 896 nW/um2
Required time of the critical path -> 2.24 ns
Final routed wire length divided by cell count -> 10.2 um
Relative contribution of combinational cells to total power -> 44.1%
Biggest cell delay along the critical path -> 0.51 ns
Clock input transition at the sequential cells of the worst setup and hold paths -> 0.05 ns
Cell at the slowest stage of the critical path -> sky130_fd_sc_hd__clkdlybuf4s50_1
Boundary Pins -> 20
Violation count after the first detailed-route iteration -> 0
Number of cells in the yosys synthesis report -> 34
Maximum fanout along the worst path -> 5
Number of hold buffers added after CTS -> 0
Largest register FFs -> 8
Area of all placed cells without fillers -> 598 um2
Most area-hungry cell type in the Yosys netlist -> sky130_fd_sc_hd__dfxtp_1
Total number of H-tree levels -> 1
Count of warning messages emitted by the tools -> 25
Antenna Cells -> 0
Filler-free cell count of the finished design -> 98
DR DRC count -> 0
Die Wd -> 80 um
Portion of the post-synthesis area used by sequential elements -> 44.1%
Register containing the most flip-flops in the final layout -> LED2
Cell area after placement -> 576 um2
Gate family responsible for the most delay along the worst path -> buffers and inverters
Status -> finished clean
Chip Footprint -> 6400 um2
Sw Share -> 31.0%
Overflow after GRT -> 0
First-pass GRT wire length -> 1530 um
Fraction of final layout cells sized beyond drive strength 1 -> 9.62%
Clock Tree Buf Depth -> 2
HP Class -> reg2reg
Critical Path Source Type -> register
Arrival time worst endpoint -> 1.18 ns
Average cell area after synthesis -> 10.7 um2
Worst-case vdd ir drop -> 370 uV
Final critical-path required period -> 1.74 ns
Critical path type -> reg2out
Setup repair after global routing missed its margin -> no
Clock Tree Root -> sky130_fd_sc_hd__clkbuf_4
Synth Warn # -> 1
Internal reg-to-reg setup slack -> 1.59 ns
Final Hold Slack -> 0.564 ns
Routed wire length -> 995 um
Placeable Area -> 3420 um2
Switching power -> 166 uW
TritonCTS buffer count -> 3
Largest registers -> LED2 x8
Count of cell types in the netlist -> 8
Ratio of final minimum period to clock period -> 62.0%
Number of vias per cell after detailed routing -> 3.15
Cell depth of the worst setup path -> 1
Max frequency -> 0.576 GHz
Clk Latency, worst-skew pair -> 0.25 ns
Number of antenna-violating nets in the routed design -> 0
Area added between synthesis and finish -> 64.8%
area by class of cell:
| type | instances | area, um2 |
|---|---|---|
| Clock buffer | 3 | 22.5 |
| Tap cell | 46 | 57.6 |
| Multi-Input combinational cell | 24 | 188 |
| Fill cell | 389 | 2820 |
| Sequential cell | 8 | 160 |
| Timing Repair Buffer | 17 | 170 |
cell usage in the layout (no fill, tap or decap):
| master | count |
|---|---|
| sky130_fd_sc_hd__o21a_1 | 8 |
| sky130_fd_sc_hd__nor2_1 | 4 |
| sky130_fd_sc_hd__and4b_1 | 8 |
| sky130_fd_sc_hd__clkdlybuf4s50_1 | 17 |
| sky130_fd_sc_hd__dfxtp_1 | 8 |
| sky130_fd_sc_hd__conb_1 | 2 |
| sky130_fd_sc_hd__clkbuf_4 | 3 |
| sky130_fd_sc_hd__nor4_2 | 2 |
kinds of logic after synthesis:
family	Yosys count	share of synthesized area, %
other cells	1	1.03
compound gates	8	16.6
buf+inv	3	5.17
simple gates	14	33.1
flops	8	44.1
power groups by stage:
stage	Sequential (uW)	Clock (uW)	Combinational, uW
final	215	84.6	236
after CTS	214	89.0	243
after global routing	223	94.2	266
synth_stat cells:
master                    number
sky130_fd_sc_hd__nor2_1        4
sky130_fd_sc_hd__o21a_1        8
sky130_fd_sc_hd__buf_4         2
sky130_fd_sc_hd__conb_1        1
sky130_fd_sc_hd__buf_1         1
sky130_fd_sc_hd__dfxtp_1       8
sky130_fd_sc_hd__and4b_1       8
sky130_fd_sc_hd__nor4_2        2
per-stage QoR:
stage	utilization (%)	worst slack, ns	total power, uW
global placement	16.8	1.34	454
floorplan	-	1.80	327
global route	17.5	1.01	583
CTS	17.5	1.05	546
finish	17.5	1.06	536
detailed placement	16.8	1.34	455
metal layers:
layer  track usage [%]  routed length, um  share of wire [%]  vias to the layer above
li1                  -                  -                  -                      165
met1              4.52                571                 57                      123
met2              3.21                260                 26                       21
met3              2.73                164                 16                        0
met4                 0                  0                  0                        0
met5                 0                  0                  0                        -
path summary, 6_finish.rpt:
check / end / from
min reg2reg: LED2[3] / LED2[3]
max reg2reg: LED2[2] / LED2[6]
min: LED2[3] / LED2[3]
max: LED2[0] / LED2[0]
Power is estimated from default activity; no workload was simulated.
